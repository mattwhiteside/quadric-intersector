[design/flow/config.mk]
export PLATFORM = sky130hd
export DESIGN_NAME = UCBFloatEncoder
export DESIGN_NICKNAME = UCBFloatEncoder
export VERILOG_FILES = /design/flow/design.v
export SDC_FILE = /design/flow/constraint.sdc
export NUM_CORES = 4
export LEC_CHECK = 1
export CORE_UTILIZATION = 50
[design/flow/constraint.sdc]
current_design UCBFloatEncoder

set clk_period 20.0
set clk_io_pct 0.2

create_clock -name clk0 -period $clk_period

set non_clock_inputs [all_inputs -no_clocks]
set_input_delay [expr $clk_period * $clk_io_pct] -clock clk0 $non_clock_inputs
set_output_delay [expr $clk_period * $clk_io_pct] -clock clk0 [all_outputs]
[design/flow/design.v]
module UCBFloatEncoder(
    input [63:0] io_in,
    output[64:0] io_out
);
  wire[64:0] T0;
  wire[63:0] T1;
  wire[51:0] T2;
  wire[51:0] T3;
  wire[51:0] T4;
  wire[126:0] T5;
  wire[5:0] T6;
  wire[5:0] T31;
  wire[5:0] T32;
  wire[5:0] T33;
  wire[5:0] T34;
  wire[5:0] T35;
  wire[5:0] T36;
  wire[5:0] T37;
  wire[5:0] T38;
  wire[5:0] T39;
  wire[5:0] T40;
  wire[5:0] T41;
  wire[5:0] T42;
  wire[5:0] T43;
  wire[5:0] T44;
  wire[5:0] T45;
  wire[5:0] T46;
  wire[5:0] T47;
  wire[5:0] T48;
  wire[5:0] T49;
  wire[5:0] T50;
  wire[5:0] T51;
  wire[5:0] T52;
  wire[5:0] T53;
  wire[5:0] T54;
  wire[5:0] T55;
  wire[5:0] T56;
  wire[5:0] T57;
  wire[5:0] T58;
  wire[5:0] T59;
  wire[5:0] T60;
  wire[5:0] T61;
  wire[5:0] T62;
  wire[4:0] T63;
  wire[4:0] T64;
  wire[4:0] T65;
  wire[4:0] T66;
  wire[4:0] T67;
  wire[4:0] T68;
  wire[4:0] T69;
  wire[4:0] T70;
  wire[4:0] T71;
  wire[4:0] T72;
  wire[4:0] T73;
  wire[4:0] T74;
  wire[4:0] T75;
  wire[4:0] T76;
  wire[4:0] T77;
  wire[4:0] T78;
  wire[3:0] T79;
  wire[3:0] T80;
  wire[3:0] T81;
  wire[3:0] T82;
  wire[3:0] T83;
  wire[3:0] T84;
  wire[3:0] T85;
  wire[3:0] T86;
  wire[2:0] T87;
  wire[2:0] T88;
  wire[2:0] T89;
  wire[2:0] T90;
  wire[1:0] T91;
  wire[1:0] T92;
  wire T93;
  wire[63:0] T8;
  wire T94;
  wire T95;
  wire T96;
  wire T97;
  wire T98;
  wire T99;
  wire T100;
  wire T101;
  wire T102;
  wire T103;
  wire T104;
  wire T105;
  wire T106;
  wire T107;
  wire T108;
  wire T109;
  wire T110;
  wire T111;
  wire T112;
  wire T113;
  wire T114;
  wire T115;
  wire T116;
  wire T117;
  wire T118;
  wire T119;
  wire T120;
  wire T121;
  wire T122;
  wire T123;
  wire T124;
  wire T125;
  wire T126;
  wire T127;
  wire T128;
  wire T129;
  wire T130;
  wire T131;
  wire T132;
  wire T133;
  wire T134;
  wire T135;
  wire T136;
  wire T137;
  wire T138;
  wire T139;
  wire T140;
  wire T141;
  wire T142;
  wire T143;
  wire T144;
  wire T145;
  wire T146;
  wire T147;
  wire T148;
  wire T149;
  wire T150;
  wire T151;
  wire T152;
  wire T153;
  wire T154;
  wire T155;
  wire[63:0] T9;
  wire T10;
  wire[10:0] T11;
  wire[11:0] T12;
  wire[11:0] T156;
  wire[9:0] T13;
  wire T14;
  wire T15;
  wire T16;
  wire T17;
  wire[1:0] T18;
  wire[11:0] T19;
  wire[11:0] T157;
  wire[10:0] T20;
  wire[10:0] T21;
  wire[10:0] T158;
  wire[1:0] T22;
  wire T23;
  wire T24;
  wire T25;
  wire[11:0] T26;
  wire[11:0] T159;
  wire[11:0] T27;
  wire[11:0] T28;
  wire[5:0] T29;
  wire T30;
  assign io_out = T0;
  assign T0 = {T30, T1};
  assign T1 = {T12, T2};
  assign T2 = T10 ? T4 : T3;
  assign T3 = io_in[6'h33:1'h0];
  assign T4 = T5[6'h3e:4'hb];
  assign T5 = T9 << T6;
  assign T6 = ~ T31;
  assign T31 = T155 ? 6'h3f : T32;
  assign T32 = T154 ? 6'h3e : T33;
  assign T33 = T153 ? 6'h3d : T34;
  assign T34 = T152 ? 6'h3c : T35;
  assign T35 = T151 ? 6'h3b : T36;
  assign T36 = T150 ? 6'h3a : T37;
  assign T37 = T149 ? 6'h39 : T38;
  assign T38 = T148 ? 6'h38 : T39;
  assign T39 = T147 ? 6'h37 : T40;
  assign T40 = T146 ? 6'h36 : T41;
  assign T41 = T145 ? 6'h35 : T42;
  assign T42 = T144 ? 6'h34 : T43;
  assign T43 = T143 ? 6'h33 : T44;
  assign T44 = T142 ? 6'h32 : T45;
  assign T45 = T141 ? 6'h31 : T46;
  assign T46 = T140 ? 6'h30 : T47;
  assign T47 = T139 ? 6'h2f : T48;
  assign T48 = T138 ? 6'h2e : T49;
  assign T49 = T137 ? 6'h2d : T50;
  assign T50 = T136 ? 6'h2c : T51;
  assign T51 = T135 ? 6'h2b : T52;
  assign T52 = T134 ? 6'h2a : T53;
  assign T53 = T133 ? 6'h29 : T54;
  assign T54 = T132 ? 6'h28 : T55;
  assign T55 = T131 ? 6'h27 : T56;
  assign T56 = T130 ? 6'h26 : T57;
  assign T57 = T129 ? 6'h25 : T58;
  assign T58 = T128 ? 6'h24 : T59;
  assign T59 = T127 ? 6'h23 : T60;
  assign T60 = T126 ? 6'h22 : T61;
  assign T61 = T125 ? 6'h21 : T62;
  assign T62 = T124 ? 6'h20 : T63;
  assign T63 = T123 ? 5'h1f : T64;
  assign T64 = T122 ? 5'h1e : T65;
  assign T65 = T121 ? 5'h1d : T66;
  assign T66 = T120 ? 5'h1c : T67;
  assign T67 = T119 ? 5'h1b : T68;
  assign T68 = T118 ? 5'h1a : T69;
  assign T69 = T117 ? 5'h19 : T70;
  assign T70 = T116 ? 5'h18 : T71;
  assign T71 = T115 ? 5'h17 : T72;
  assign T72 = T114 ? 5'h16 : T73;
  assign T73 = T113 ? 5'h15 : T74;
  assign T74 = T112 ? 5'h14 : T75;
  assign T75 = T111 ? 5'h13 : T76;
  assign T76 = T110 ? 5'h12 : T77;
  assign T77 = T109 ? 5'h11 : T78;
  assign T78 = T108 ? 5'h10 : T79;
  assign T79 = T107 ? 4'hf : T80;
  assign T80 = T106 ? 4'he : T81;
  assign T81 = T105 ? 4'hd : T82;
  assign T82 = T104 ? 4'hc : T83;
  assign T83 = T103 ? 4'hb : T84;
  assign T84 = T102 ? 4'ha : T85;
  assign T85 = T101 ? 4'h9 : T86;
  assign T86 = T100 ? 4'h8 : T87;
  assign T87 = T99 ? 3'h7 : T88;
  assign T88 = T98 ? 3'h6 : T89;
  assign T89 = T97 ? 3'h5 : T90;
  assign T90 = T96 ? 3'h4 : T91;
  assign T91 = T95 ? 2'h3 : T92;
  assign T92 = T94 ? 2'h2 : T93;
  assign T93 = T8[1'h1:1'h1];
  assign T8 = T9[6'h3f:1'h0];
  assign T94 = T8[2'h2:2'h2];
  assign T95 = T8[2'h3:2'h3];
  assign T96 = T8[3'h4:3'h4];
  assign T97 = T8[3'h5:3'h5];
  assign T98 = T8[3'h6:3'h6];
  assign T99 = T8[3'h7:3'h7];
  assign T100 = T8[4'h8:4'h8];
  assign T101 = T8[4'h9:4'h9];
  assign T102 = T8[4'ha:4'ha];
  assign T103 = T8[4'hb:4'hb];
  assign T104 = T8[4'hc:4'hc];
  assign T105 = T8[4'hd:4'hd];
  assign T106 = T8[4'he:4'he];
  assign T107 = T8[4'hf:4'hf];
  assign T108 = T8[5'h10:5'h10];
  assign T109 = T8[5'h11:5'h11];
  assign T110 = T8[5'h12:5'h12];
  assign T111 = T8[5'h13:5'h13];
  assign T112 = T8[5'h14:5'h14];
  assign T113 = T8[5'h15:5'h15];
  assign T114 = T8[5'h16:5'h16];
  assign T115 = T8[5'h17:5'h17];
  assign T116 = T8[5'h18:5'h18];
  assign T117 = T8[5'h19:5'h19];
  assign T118 = T8[5'h1a:5'h1a];
  assign T119 = T8[5'h1b:5'h1b];
  assign T120 = T8[5'h1c:5'h1c];
  assign T121 = T8[5'h1d:5'h1d];
  assign T122 = T8[5'h1e:5'h1e];
  assign T123 = T8[5'h1f:5'h1f];
  assign T124 = T8[6'h20:6'h20];
  assign T125 = T8[6'h21:6'h21];
  assign T126 = T8[6'h22:6'h22];
  assign T127 = T8[6'h23:6'h23];
  assign T128 = T8[6'h24:6'h24];
  assign T129 = T8[6'h25:6'h25];
  assign T130 = T8[6'h26:6'h26];
  assign T131 = T8[6'h27:6'h27];
  assign T132 = T8[6'h28:6'h28];
  assign T133 = T8[6'h29:6'h29];
  assign T134 = T8[6'h2a:6'h2a];
  assign T135 = T8[6'h2b:6'h2b];
  assign T136 = T8[6'h2c:6'h2c];
  assign T137 = T8[6'h2d:6'h2d];
  assign T138 = T8[6'h2e:6'h2e];
  assign T139 = T8[6'h2f:6'h2f];
  assign T140 = T8[6'h30:6'h30];
  assign T141 = T8[6'h31:6'h31];
  assign T142 = T8[6'h32:6'h32];
  assign T143 = T8[6'h33:6'h33];
  assign T144 = T8[6'h34:6'h34];
  assign T145 = T8[6'h35:6'h35];
  assign T146 = T8[6'h36:6'h36];
  assign T147 = T8[6'h37:6'h37];
  assign T148 = T8[6'h38:6'h38];
  assign T149 = T8[6'h39:6'h39];
  assign T150 = T8[6'h3a:6'h3a];
  assign T151 = T8[6'h3b:6'h3b];
  assign T152 = T8[6'h3c:6'h3c];
  assign T153 = T8[6'h3d:6'h3d];
  assign T154 = T8[6'h3e:6'h3e];
  assign T155 = T8[6'h3f:6'h3f];
  assign T9 = T3 << 4'hc;
  assign T10 = T11 == 11'h0;
  assign T11 = io_in[6'h3e:6'h34];
  assign T12 = T19 | T156;
  assign T156 = {2'h0, T13};
  assign T13 = T14 << 4'h9;
  assign T14 = T17 & T15;
  assign T15 = T16 ^ 1'h1;
  assign T16 = T3 == 52'h0;
  assign T17 = T18 == 2'h3;
  assign T18 = T19[4'hb:4'ha];
  assign T19 = T26 + T157;
  assign T157 = {1'h0, T20};
  assign T20 = T25 ? 11'h0 : T21;
  assign T21 = 11'h400 | T158;
  assign T158 = {9'h0, T22};
  assign T22 = T23 ? 2'h2 : 2'h1;
  assign T23 = T10 & T24;
  assign T24 = T16 ^ 1'h1;
  assign T25 = T10 & T16;
  assign T26 = T10 ? T27 : T159;
  assign T159 = {1'h0, T11};
  assign T27 = T16 ? 12'h0 : T28;
  assign T28 = {6'h3f, T29};
  assign T29 = ~ T6;
  assign T30 = io_in[6'h3f:6'h3f];
endmodule
[design/flow/run.sh]
#!/bin/bash
# OpenROAD 26Q1-2900-gdf79404cd8, Yosys 0.63+post, stock flow scripts
make -C /OpenROAD-flow-scripts/flow DESIGN_CONFIG=/design/flow/config.mk WORK_HOME=/design/flow/orfs finish
==> run notes <==
The flow completed. Sequential cells were found to cover 0% of the synthesized design area. Warnings raised by the tools during the run amount to 33. Number of antenna violations at the first check in global routing landed at 2. Looking at the critical path, the highest net fanout was 49. In the placement report, post-DP HPWL is listed as 19870 um. Footprint of the flip-flops and latches landed at 0 um2.

The floorplan step defined a core boundary enclosing roughly 10000 um2. Total iterations of the first detailed-routing run landed at 9. In this run, post-CTS hold repair placed 0 buffers. Wire length of the first global-routing pass landed at 39410 um. Worst supply voltage drop on vdd landed at 0.00001567 V. The run finished with clean final reports. Per STA, the highest per-stage delay on the worst path measures 600 ps. The cell sequence reported for the critical path is clkdlybuf4s50_1 -> or2_1 -> a211oi_1 -> o311ai_1 -> a2111oi_4 -> nand2_2 -> buf_4 -> mux2i_1 -> mux2i_1 -> o32ai_1 -> a211o_1 -> clkdlybuf4s50_1. According to the I/O placement log, the pin count is 129. The data required time reported for the critical path is between 15000 and 20000 ps.

For this block, the initial DRC count from the detailed router was 1044. Setup repair after global routing left no endpoint under its margin. Max-cap violation count landed at 0. The power report puts the net switching power at 89.91 uW. The final layout contains a sequential cell count of 0. Cell count in the Yosys report landed at 747. Per the finish-stage timing summary, setup violations number 0. The final critical path takes up 64.84% of the cycle. Setup slack on the critical path of the routed design comes to 7032 ps. Die outline height landed at slightly above 100 um. For this run, the total global-route usage over all layers was measured as around 51%. Post-CTS setup buffer count landed at 0. Area of the die landed at 10540 um2.

Per-cell via count in the routed design landed at between 7 and 8. Weighted congestion reported at the end of routability-driven placement landed at around 1.2. Total internal power landed at 61.33 uW. Per the detail_route report, DRC violations left total 0. At the floorplan stage, the core utilization is reported as 51.62%. After layout, the design draws a total of 151.2 uW. The synthesis log from Yosys contains 0 warnings. The layout has 0 clock buffers. The final hold violation count recorded for this run is 0. Power per cell area landed at 23.91 nW/um2. STA classifies the critical path endpoint as an output port.

Measured along the x axis, the die boundary spans 102.7 um. After synthesis, the mean cell area works out to 6.785 um2. For this run, the top clock speed supported by timing is 0.07711 GHz. Grouping stages by cell kind, the critical path spends the most delay in AND-OR/OR-AND gates. Summed over all layers, the routed wires come to about 27000 um. Routed wire length per instance landed at 27.64 um. At the worst endpoint, the arrival time is 8970 ps.

The largest individual stage delay along the critical path comes from the cell a2111oi_4. Number of I/O port buffers landed at 127. Number of vias after detailed routing landed at approximately 7400. Count of cells resized by post-cts repair landed at 0. In the final report, the number of pins over their slew limit comes to 0. Across all checked pins, the minimum headroom to the slew limit is between 30% and 40%.

Accumulated negative setup slack landed at 0 ps. The worst setup path is of the input pin to output port kind. Netlist area before placement landed at around 5000 um2. Via count of the first global-routing pass landed at 6739. For the finished layout, the period the worst path requires is 12970 ps.

Antenna violation net count after detailed routing landed at 0. Worst slack after detailed placement landed at ~7400 ps. Entering global routing, the biggest net connects 60 pins. For this run, the share of the core covered by cells in the final layout is 64.41%.

The floorplan has 36 rows. The power report shows net switching accounting for 59.45% of the total. Yosys reports a chip area of 5069 um2.

The tightest min-delay check is of the input pin to output port type. The transition time recorded at the tightest slew-check pin is between 900 and 1000 ps. Recorded from the global router log, the overflow total was 0. Number of different library cells in the post-synthesis netlist landed at 93.

Post-synthesis cell count landed at 747. Area growth from synthesis to layout landed at 24.78%. The worst setup path is launched from an input pin. Number of buffer and inverter instances along the worst setup path landed at 3. Fraction of layout cells with a size suffix above 1 landed at 8.838%.

The analysis attributes to cell leakage a power of 2.340 nW.
-- power groups by stage --
stage / clock network [mW] / logic [mW] / registers, mW
global route: 0 / 0.156 / 0
CTS: 0 / 0.142 / 0
-- final timing paths --
path	cells past startpoint	slack, ps	endpoint	from
hold / removal	0	8000	io_out[64]	io_in[63]
setup / recovery	12	7030	io_out[40]	io_in[27]
-- cells in the mapped netlist, drive strengths merged (18+ instances only) --
cell type | count | area, um2
nor2 | 70 | 272.8
mux2i | 74 | 775.7
a21oi | 46 | 245.2
a211oi | 28 | 215.2
clkbuf | 32 | 120.1
buf | 34 | 207.7
nand2 | 89 | 336.6
nor3 | 25 | 140.1
a22o | 19 | 166.4
o21ai | 30 | 161.4
a22oi | 22 | 165.2
nand3 | 22 | 110.1
nor4 | 18 | 146.4
-- final cells by class --
cell class                      count  area [um2]
Multi-Input combinational cell    665        4690
Fill cell                         921        3495
Timing Repair Buffer              145        1406
Tap cell                          133       166.4
Inverter                           16       60.06
Antenna cell                        1       2.502
-- cell families (layout without fill, tap and decap cells) --
group | after synthesis | in the layout | share of synthesized area (%)
other | 0 | 1 | 0
adders and majority gates | 3 | 3 | 0.8886
muxes | 93 | 93 | 20.27
buffers and inverters | 82 | 161 | 7.652
and+or+nand+nor | 277 | 277 | 27.08
xor gates and xnor gates | 4 | 4 | 0.6913
AOI/OAI and AO/OA | 288 | 288 | 43.42
-- layout by cell type, fill, tap and decap left out, drive strengths merged, types with 5 or more instances in the layout --
cell type      Yosys  final
a211o             12     12
a211oi            28     28
a21o               9      9
a21oi             46     46
a221o             11     11
a221oi             6      6
a22o              19     19
a22oi             22     22
a31oi             11     11
and3               7      7
buf               34     18
clkdlybuf4s50      0    127
inv               16     16
mux2              16     16
mux2i             74     74
nand2             89     89
nand2b             6      6
nand3             22     22
nand4             10     10
nor2              70     70
nor2b              5      5
nor3              25     25
nor4              18     18
o211ai            11     11
o21ai             30     30
o221ai             9      9
o22ai             15     15
o311ai             5      5
o31ai             10     10
or2                6      6
or4                6      6
-- per-layer routing --
| metal | track usage, % | vias to the layer above | wire (um) |
|---|---|---|---|
| met5 | 1.923 | - | 13 |
| met4 | 25.71 | 2 | 1902 |
| met3 | 21.16 | 200 | 4441 |
| met2 | 71.18 | 729 | 10510 |
| met1 | 67.37 | 3330 | 9663 |
| li1 | - | 3119 | - |
-- metrics by stage --
step           hold slack [ps]  instance area, um2  cells
6_report                  8000                6325    960
5_1_grt                   8000                6322    959
4_1_cts                   8000                6322    959
3_5_place_dp              8000                6322    959
3_3_place_gp              8000                6322    959
2_1_floorplan             8052                5069    747
No activity file was given, so power comes from the tool's default toggle rates.
